==> flow/design.v <==
module mux #(
    parameter DATA_WIDTH = 32
)(
    input logic   [DATA_WIDTH-1:0]        d0,      
    input logic   [DATA_WIDTH-1:0]        d1,      
    input logic                           s,       
    output logic  [DATA_WIDTH-1:0]        out     
);
    assign out = s ? d1 : d0;
endmodule
==> flow/run.sh <==
#!/bin/bash
# OpenROAD 26Q1-2900-gdf79404cd8, Yosys 0.63+post, stock flow scripts
make -C /OpenROAD-flow-scripts/flow DESIGN_CONFIG=/design/flow/config.mk WORK_HOME=/design/flow/orfs finish
==> flow/config.mk <==
export PLATFORM = sky130hd
export DESIGN_NAME = mux
export DESIGN_NICKNAME = mux
export VERILOG_FILES = /design/flow/design.v
export SDC_FILE = /design/flow/constraint.sdc
export NUM_CORES = 4
export LEC_CHECK = 1
export CORE_AREA = 10 10 70 70
export DIE_AREA = 0 0 80 80
==> flow/constraint.sdc <==
current_design mux

set clk_period 1.0
set clk_io_pct 0.2

create_clock -name clk0 -period $clk_period

set non_clock_inputs [all_inputs -no_clocks]
set_input_delay [expr $clk_period * $clk_io_pct] -clock clk0 $non_clock_inputs
set_output_delay [expr $clk_period * $clk_io_pct] -clock clk0 [all_outputs]
==> impl_metrics.csv <==
group,metric,value,unit
status,status,"complete, but fails checks",
status,violations,"setup timing",
timing,hold_viol,0,
critical_path,end_kind,"primary output",
grt,grt-busiest-layer,"met2",
critical_path,cp_max_fo,7,
placement,io_buffers,97,
power_and_ir_drop,leakage,0.9905,nW
floorplan,rows,21,
grt,globalRouteMet2Util,14.29,%
timing,period_used_share,117.5,%
yosys,top_area_cell,"mux2_4",
yosys,top_cell,"mux2_4",
floorplan,core,3416,sq um
yosys,yosysUniqueCellTypes,4,
grt,antenna_found_initial,0,
power_and_ir_drop,ir_worst_vdd,173.4,uV
timing,slew_viol_final,0,
floorplan,die_y,80,um
finish,final.fill_count,327,
finish,final-seq-area,0,sq um
timing,slew_headroom,95.92,%
hold_path,worst_hold_path.endpoint,"out[24]",
yosys,postSynthSeqShare,0,%
timing,fin_crit,1.175,ns
hold_path,hp-start,"d0[24]",
timing,holdWs,0.6943,ns
routing,drt_iter0_markers,4,
grt,grt_pass1_wl,4146,um
critical_path,crit_type,"in2out",
timing,finalSetupTns,-5.032,ns
routing,drc,0,
finish,drive_above_1_share,56.16,%
timing,worstMarginPinSlew,0.06111,ns
floorplan,fp_util,15.93,%
grt,gr-usage-met3,3.068,%
flow_run,drv_cap,0,
finish,clockBufferCount,0,
power_and_ir_drop,powerDensity,388.7,nW/um^2
routing,drt.antenna.violating_nets,0,
floorplan,ios,97,
grt,grtUsageTotal,7.873,%
critical_path,crit_family,"buffers and inverters",
grt,met1_usage,8.965,%
placement,pre_cts_ws,-0.4966,ns
yosys,synth.avg_cell_area,15.12,sq um
timing,rsz0062_at_grt,"yes",
grt,overflow,0,
flow_run,tool_warnings,34,
routing,routed_via_density,3.802,
grt,grt_max_degree,8,
routing,dr_total_vias,730,
hold_path,worstHoldPathCells,3,
yosys,yosys_cells,36,
finish,design_area,1698,sq um
yosys,top_cell_area_share,82.76,%
yosys,synthCells,36,
finish,area_growth,212.0,%
placement,dp_hpwl,2396,um
yosys,ys_area,544.3,sq um
finish,flops,0,
floorplan,chipArea,6400,sq um
timing,fin_ws,-0.1754,ns
floorplan,die_w,80,um
routing,wl_per_cell,14.84,um
placement,gp_congestion,0.7595,
critical_path,startpoint_type,"primary input",
hold_path,holdCritPathClass,"in2out",
routing,first_pass_iters,2,
routing,antenna-diode-count,0,
clock_tree,cts_hold_buf,0,
yosys,synth_area,544.3,sq um
critical_path,slowest_delay,0.30,ns
placement,placed_area,1536,sq um
routing,routed_wl,2849,um
timing,timing.fmax,0.8508,GHz
critical_path,cp_cell_sequence,"buf_12 > buf_12 > buf_8 > mux2_4 > buf_6",
yosys,ys_warn_count,0,
yosys,topCellsByArea,"mux2_4 (83%), buf_12 (11%), mux2_2 (4.1%), buf_6 (2.1%)",
critical_path,crit_buf_inv,4,
grt,grt_pass1_vias,824,
yosys,common_cells,"mux2_4 (30), buf_12 (3), mux2_2 (2)",
critical_path,crit_top_cell,"buf_12",
critical_path,required,0.80,ns
critical_path,cp.arrival,0.98,ns
timing,setup_viol_count_final,32,
critical_path,crit_path_top_delay_cell,"mux2_4",
worst min-delay path: stages:
cell	delay [ns]
dlymetal6s2s_1	0.08
mux2_4	0.13
buf_2	0.08
placed cells by master (no fill, tap or decap):
master and instances:
buf_2 12, buf_12 3, mux2_4 32, dlygate4sd2_1 40
buf_8 3, buf_4 2, buf_16 1, buf_6 29
dlymetal6s2s_1 14, clkdlybuf4s50_1 10
per-layer routing:
layer | share of wire [%] | up-vias | routed length, um
li1 | - | 362 | -
met3 | 11 | 0 | 313
met4 | 0 | 0 | 0
met5 | 0 | - | 0
met1 | 40 | 317 | 1142
met2 | 49 | 51 | 1394
worst max path at each step:
stage	startpoint	endpoint	cells after the start
4_1_cts	s	out[0]	5
5_1_grt	s	out[31]	5
6_report	s	out[31]	5
timing repair:
action	in CTS	in global routing
endpoints found under the setup margin	32	32
gates cloned	1	0
gates resized	170	23
setup buffers	14	0
stage by stage:
| stage | power [mW] | std cells | util [%] |
|---|---|---|---|
| after floorplan | 0.2063 | 36 | - |
| after global placement | 0.6538 | 177 | 44.98 |
| after detailed placement | 0.6549 | 177 | 44.98 |
| after CTS | 0.6436 | 192 | 47.03 |
| after global routing | 0.7056 | 192 | 49.71 |
| final | 0.6599 | 192 | 49.71 |
area by class of cell:
cell class                 instances  area [sq um]  area share, %
multi-input combinational         32         480.5          28.30
tap                               46         57.56          3.390
timing repair buffer             114          1160          68.31
cells by family (layout without fill, tap and decap cells):
group	after synthesis	in the layout	share of synthesized area, %
buf+inv	4	114	13.10
mux	32	32	86.90
power breakdown:
part / switching [mW] / internal (mW)
Clock: 0 / 0
Sequential: 0 / 0
Combinational: 0.141 / 0.519
Power figures rest on the tool's default switching activity, not on a simulated workload.
