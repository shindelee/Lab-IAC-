==> flow/run.sh <==
#!/bin/bash
# OpenROAD 26Q1-2900-gdf79404cd8, Yosys 0.63+post, stock flow scripts
make -C /OpenROAD-flow-scripts/flow DESIGN_CONFIG=/design/flow/config.mk WORK_HOME=/design/flow/orfs finish
==> flow/config.mk <==
export PLATFORM = sky130hd
export DESIGN_NAME = regfile
export DESIGN_NICKNAME = regfile
export VERILOG_FILES = /design/flow/design.v
export SDC_FILE = /design/flow/constraint.sdc
export NUM_CORES = 4
export LEC_CHECK = 1
export CORE_UTILIZATION = 30
==> flow/constraint.sdc <==
current_design regfile

set clk_period 9.9
set clk_io_pct 0.2

create_clock -name clk0 -period $clk_period [get_ports {clk}]

set non_clock_inputs [all_inputs -no_clocks]
set_input_delay [expr $clk_period * $clk_io_pct] -clock clk0 $non_clock_inputs
set_output_delay [expr $clk_period * $clk_io_pct] -clock clk0 [all_outputs]
==> flow/design.v <==
module regfile #(
    parameter ADDRESS_WIDTH = 5,
    parameter DATA_WIDTH = 32
)(
    input logic                           clk,
    input logic   [ADDRESS_WIDTH-1:0]     addr1,      
    input logic   [ADDRESS_WIDTH-1:0]     addr2,      
    input logic   [ADDRESS_WIDTH-1:0]     addr3,      
    input logic                           we3,        
    input logic   [DATA_WIDTH-1:0]        wd3,        
    output logic  [DATA_WIDTH-1:0]        rd1,
    output logic  [DATA_WIDTH-1:0]        rd2,
    output logic  [DATA_WIDTH-1:0]        a0
);
    logic [DATA_WIDTH-1:0] ram_array [2**ADDRESS_WIDTH-1:0];
    always_ff @(posedge clk) begin
        if (we3) ram_array[addr3] <= wd3; 
    end
    always_comb begin
        rd1 = (addr1 == 0) ? 0 : ram_array[addr1];
        rd2 = (addr2 == 0) ? 0 : ram_array[addr2];
        a0 = ram_array[10];
    end
endmodule
==> commit_impl_results.txt <==
Log flow metrics for this revision

- Final weighted congestion of routability-driven global placement: 0.948
- Looking at the clock tree report, the root buffer type is sky130_fd_sc_hd__clkbuf_16.
- Critical path start-end classification: in2out
- Crit path required time: 7920 ps
* Number of iterations in the first detailed-routing pass: 5
- Buffers added on ports: 144
- TritonCTS Sinks: 1024
- Net switching fraction of the power: 0.232
* Result of the run: complete, no violations
* Final Hold Vio Count: 0
- Post-synthesis instance total: 2400
* Per-instance average area after synthesis: 19.6 µm²
- The clock H-tree reported by CTS has 3 levels.
- Area added between synthesis and finish: 16.7%
- Among all stages on the critical path, the maximum delay recorded is 1080 ps.
* Most common logic cell in the routed design: sky130_fd_sc_hd__edfxtp_1
- Counting along the longest clock path gives a buffer depth of 3.
- The worst-case max-slew headroom was logged as 0.152.
- The critical path starts at addr2[3].
* Pins over their slew limit: 0
* Part of the total power dissipated in sequential elements: 0.504
- For this run, the final setup violation count is recorded as 0.
- Post-CTS repair changed the size of 0 cells.
- The die is 398 µm wide.
* Cell Int Power: 0.00740 W
- The wire-length estimate of the detail-placed layout is 99400 µm.
* Detailed-route vias per instance: 5.68
* Global-route wire length before repair: 220000 µm
- Period Utilization, post-route: 0.835
- Proportion of register bits with asynchronous set or reset after synthesis: 0
- Routed via count: 26800
- Count of flip-flops with a built-in enable after synthesis: 1024
- Sorting the Yosys area breakdown by cell type puts at the top sky130_fd_sc_hd__edfxtp_1.
- Vertical die dimension: 398 µm
- Area reported by Yosys stat: 0.0470 mm²
* Register with the most flip-flops: ram_array
* Registers, synthesis: 1024
* Final Cell Area: 0.0548 mm²
- Top achievable clock speed: 121 MHz
- Combinational group share of total power: 0.095
- Slew at the pin closest to its max-slew limit: 1240 ps
- For this design the top-level I/O count stands at 145.
* Instance area after placement: 0.0515 mm²
* Cell Rows: 144
- Global route total overflow: 0
- Worst hold path type: in2reg
* All-layer global routing usage: 0.215
* Pin count of the biggest net entering global routing: 103
- TritonCTS built the clock tree.
- Post-cts hold-fix buffer tally: 0
* CTS buffer count: 106
* Vias in the first global route: 29200
* Yosys warnings: 1
* Gate family responsible for the most delay along the worst path: buffers and inverters
- Subtracting the final worst setup slack from the clock period gives 8260 ps.
* Wire length per cell after detailed routing: 33.4 µm
- The register with the most flip-flops in the layout has 1024 of them.
- Element type at the critical path start: input pin
- Yosys cell count: 2400
- Effective utilization at floorplan: 0.303
- Across the run, the number of max-cap violations was 0.
- In the final layout, the share of cells above drive strength 1 is 0.290.
* Overall power of the completed layout: 0.00963 W
- Adding up every negative setup slack in the final design gives 0 ps.
* Initial antenna violation count: 7
* Cell area after technology mapping: 0.0470 mm²
* DRT Wirelength: 158000 µm
- Count of buffering cells on the critical path with inverters included: 4
- Clock power share: 0.402
* Share of synthesized area occupied by flip-flops and latches: 0.655
- Once detail routing completed, the nets flagged for antenna violations numbered 0.
* RSZ-0062 raised after global routing: no
* Critical path capture point: rd2[2]
* Largest fanout on the critical path: 34
- The synthesis report lists the most area-consuming cells as sky130_fd_sc_hd__edfxtp_1 (65%), sky130_fd_sc_hd__mux4_2 (20%), sky130_fd_sc_hd__mux2i_1 (3.9%).
- Leading register cell type out of synthesis: sky130_fd_sc_hd__edfxtp_1
* Critical-path cell list: clkdlybuf4s50_1 -> or3_2 -> buf_4 -> o22ai_1 -> a2111oi_0 -> nor3_1 -> buf_4 -> clkdlybuf4s50_1
- The slowest stage of the critical path is the sky130_fd_sc_hd__a2111oi_0 cell.
- The worst setup path is captured at a primary output.
- Drt first-iter violations: 1983
- Largest registers ranked by flip-flop count: ram_array: 1024 flops
* Maximum vdd drop: 0.123 mV
- Arrival time reported for the critical path endpoint: 6280 ps
- Levels on crit path: 8
- Core Region: 0.155 mm²
* DRC violation count after routing: 0
- The overall die size recorded for this design is 0.158 mm².
- Total power normalized to cell area comes to 176 mW/mm².
* Post-CTS setup buffer count: 0
- Static Leakage: 17.3 nW
* Portion of synthesized cell area occupied by the leading cell type: 0.655
- The script extracted a net switching power of 0.00223 W.
* Most numerous logic cells after layout: sky130_fd_sc_hd__edfxtp_1 (1024), sky130_fd_sc_hd__mux4_2 (425), sky130_fd_sc_hd__mux2i_1 (183), sky130_fd_sc_hd__clkdlybuf4s50_1 (137), sky130_fd_sc_hd__buf_4 (134)
- Counting distinct cell types in the post-synthesis netlist gives 42.
- The number of warnings reported in the stage logs is 29.
- CTS clk-pin slew, worst paths: 60 ps
-- power groups by stage --
stage	Combinational [W]	Clock (W)	Sequential, W
global route	0.000963	0.00407	0.00485
finish	0.000911	0.00387	0.00485
CTS	0.000907	0.00392	0.00485
-- synthesized netlist by cell type (32+ instances only) --
cell type,n
sky130_fd_sc_hd__edfxtp_1,1024
sky130_fd_sc_hd__mux4_2,425
sky130_fd_sc_hd__mux2i_1,183
sky130_fd_sc_hd__buf_2,57
sky130_fd_sc_hd__a211oi_1,47
sky130_fd_sc_hd__clkbuf_1,99
sky130_fd_sc_hd__o22ai_1,55
sky130_fd_sc_hd__a22o_1,62
sky130_fd_sc_hd__nand2_1,65
sky130_fd_sc_hd__nor2_1,35
sky130_fd_sc_hd__nor3_1,32
sky130_fd_sc_hd__a21oi_1,46
-- per-layer routing --
layer  track usage  wire length [µm]
met2         0.319             72700
met4        0.0505              5070
met1         0.219             46600
met3         0.194             32700
met5        0.0330               660
-- layout make-up --
| class | count | area (µm²) |
|---|---|---|
| Timing Repair Buffer | 289 | 2650 |
| Fill cell | 14100 | 100000 |
| Antenna cell | 3 | 7.51 |
| Clock buffer | 123 | 2720 |
| Clock inverter | 70 | 609 |
| Sequential cell | 1024 | 30700 |
| Multi-Input combinational cell | 1150 | 15400 |
| Inverter | 25 | 98.8 |
| Tap cell | 2044 | 2560 |
-- worst min-delay path by stage --
| stage | depth (start not counted) | startpoint | to |
|---|---|---|---|
| CTS | 2 | wd3[13] | ram_array[2][13] |
| global route | 2 | wd3[29] | ram_array[17][29] |
| finish | 2 | wd3[21] | ram_array[18][21] |
-- cell families (layout without fill, tap and decap cells) --
kind of cell	after synthesis	after routing	share of synthesized area
and+or+nand+nor	187	187	0.0194
muxes	632	632	0.249
DFF	1024	1024	0.655
other	0	3	0
AOI/OAI and AO/OA	331	331	0.0542
buffers and inverters	226	507	0.0231
-- stage by stage --
stage	utilization	hold slack (ps)	setup WS, ps	instances
after detailed placement	0.333	2800	1670	4530
after global placement	0.332	2810	1360	4529
after floorplan	-	2080	4370	2400
after CTS	0.354	2100	1670	4723
after global routing	0.354	2140	1530	4725
final	0.354	2120	1640	4728
No activity file was given, so power comes from the tool's default toggle rates.
